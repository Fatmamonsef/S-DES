===== design/flow/run.sh =====
#!/bin/bash
# OpenROAD 26Q1-2900-gdf79404cd8, Yosys 0.63+post, stock flow scripts
make -C /OpenROAD-flow-scripts/flow DESIGN_CONFIG=/design/flow/config.mk WORK_HOME=/design/flow/orfs finish

===== design/flow/constraint.sdc =====
current_design TOPM

set clk_period 4.1
set clk_io_pct 0.2

create_clock -name clk0 -period $clk_period [get_ports {SelectButton}]

set non_clock_inputs [all_inputs -no_clocks]
set_input_delay [expr $clk_period * $clk_io_pct] -clock clk0 $non_clock_inputs
set_output_delay [expr $clk_period * $clk_io_pct] -clock clk0 [all_outputs]

===== design/flow/design.v =====
module Feistel(
	input[0:7] inp_block, key,
	output reg[0:7] out_block );
	reg[0:3] first_chunk, second_chunk, xor_fout, xor_f1, xor_f2, p4_in, p4_out;
	reg[0:7] EP_out, xor_out;
	wire[0:1] s0_out, s1_out;
	S0_Box U1(xor_f1, s0_out);
	S1_Box U2(xor_f2, s1_out);
	always@(*)
		begin
			first_chunk  = inp_block[0:3];
			second_chunk = inp_block[4:7];
			EP_out = {second_chunk[3], second_chunk[0], second_chunk[1], second_chunk[2], second_chunk[1], second_chunk[2], second_chunk[3], second_chunk[0]};
			xor_out = EP_out ^ key;
			xor_f1 = xor_out[0:3];
			xor_f2 = xor_out[4:7];
			p4_in = {s0_out, s1_out};
			p4_out = {p4_in[1],p4_in[3],p4_in[2],p4_in[0]};
			xor_fout = p4_out ^ first_chunk;
			out_block = {xor_fout, second_chunk};
		end
	endmodule
module GenerateKeys(
		input[0:9] Key,
		output reg [0:7] Key1, Key2
		);
		reg[0:9] p10_out, tempA, tempC;
		always@(*)
		begin
			p10_out = {Key[2], Key[4], Key[1], Key[6], Key[3], Key[9], Key[0], Key[8], Key[7], Key[5]};
			tempA = {p10_out[1:4], p10_out[0], p10_out[6:9], p10_out[5]};
			Key1  = {tempA[5], tempA[2], tempA[6], tempA[3], tempA[7], tempA[4], tempA[9], tempA[8]};
			tempC = {p10_out[3:4], p10_out[0:2], p10_out[8:9], p10_out[5:7]};
			Key2 = {tempC[5], tempC[2], tempC[6], tempC[3], tempC[7], tempC[4], tempC[9], tempC[8]};
		end
	endmodule
module IP(
	input [0:7] plaintext,
	output [0:7] IP_out);
	assign IP_out = {plaintext[1], plaintext[5], plaintext[2], plaintext[0], plaintext[3], plaintext[7], plaintext[4], plaintext[6]};
endmodule
module IP_Inv(
	input [0:7] feistel_out2,
	output [0:7] iip_out
);
	assign iip_out = {feistel_out2[3], feistel_out2[0], feistel_out2[2], feistel_out2[4], feistel_out2[6], feistel_out2[1], feistel_out2[7], feistel_out2[5]};
endmodule
module S0_Box(
	input[0:3] inp_bits,
	output reg[0:1] out_bits);
	always@(*)
		begin
			case(inp_bits)
				4'b0000: out_bits = 2'b01;
				4'b0001: out_bits = 2'b11;
				4'b0010: out_bits = 2'b00;
				4'b0011: out_bits = 2'b10;
				4'b0100: out_bits = 2'b11;
				4'b0101: out_bits = 2'b01;
				4'b0110: out_bits = 2'b10;
				4'b0111: out_bits = 2'b00;
				4'b1000: out_bits = 2'b00;
				4'b1001: out_bits = 2'b11;
				4'b1010: out_bits = 2'b10;
				4'b1011: out_bits = 2'b01;
				4'b1100: out_bits = 2'b01;
				4'b1101: out_bits = 2'b11;
				4'b1110: out_bits = 2'b11;
				4'b1111: out_bits = 2'b10;
			endcase
		end
endmodule
module S1_Box(
	input[0:3] inp_bits,
	output reg[0:1] out_bits);
	always@(*)
	begin
			case(inp_bits)
				4'b0000: out_bits = 2'b00;
				4'b0001: out_bits = 2'b10;
				4'b0010: out_bits = 2'b01;
				4'b0011: out_bits = 2'b00;
				4'b0100: out_bits = 2'b10;
				4'b0101: out_bits = 2'b01;
				4'b0110: out_bits = 2'b11;
				4'b0111: out_bits = 2'b11;
				4'b1000: out_bits = 2'b11;
				4'b1001: out_bits = 2'b10;
				4'b1010: out_bits = 2'b00;
				4'b1011: out_bits = 2'b01;
				4'b1100: out_bits = 2'b01;
				4'b1101: out_bits = 2'b00;
				4'b1110: out_bits = 2'b00;
				4'b1111: out_bits = 2'b11;
			endcase
		end
endmodule
module SDES(input[0:9] key, input[0:7] plaintext, input encrypt, output[0:7] ciphertext);
	wire[0:7] IP_out, sw_out, iip_out, temp1,temp2;
	wire[0:7] Key1, Key2 ,feistel_out1,feistel_out2;
	assign ciphertext = iip_out;
	GenerateKeys U_GenerateKeys(key, Key1, Key2);
	IP U_IP(plaintext,IP_out);
	Feistel U1_Feistel (IP_out, Key1, feistel_out1);
	swap U_Swap(feistel_out1,sw_out);
	Feistel U2_Feistel (sw_out, Key2, feistel_out2);
	IP_Inv U_IP_Inv(feistel_out2,iip_out);
endmodule
module TOPM(
		CLK,						 
		DataInBlock,			 
		SelectButton,			 
		DataOutBlock			 
		);
		input 			CLK;
		input 	[0:9] DataInBlock;
		input				SelectButton;
		output 	[0:7] DataOutBlock;
		reg 		[0:7] RegDataInBlock;
		reg		[0:9] RegKey;
		reg				Regenc;
		reg				Enable	  = 1'b0 ;
		reg		[0:2]	InputStage = 2'b00;
		always@(posedge SelectButton)
		begin
			case(InputStage)
			2'b00:
			begin
				Enable = 1'b0;
				RegDataInBlock = DataInBlock[0:7];
				InputStage = InputStage + 1;
			end
			2'b01:
			begin
				RegKey = DataInBlock[0:9];
				InputStage = InputStage + 1;
			end
			2'b10:
			begin
				Regenc = DataInBlock[0];
				InputStage = 2'b00;
				Enable = 1'b1;
			end
			endcase
		end
		SDES	inst0 (.key(RegKey), .plaintext(RegDataInBlock), .encrypt(Regenc), .ciphertext(DataOutBlock));
endmodule
module swap(
	input [0:7] in,
	output [0:7] out);
	assign out = {in[4:7], in[0:3]};
endmodule

===== design/flow/config.mk =====
export PLATFORM = sky130hd
export DESIGN_NAME = TOPM
export DESIGN_NICKNAME = TOPM
export VERILOG_FILES = /design/flow/design.v
export SDC_FILE = /design/flow/constraint.sdc
export NUM_CORES = 4
export LEC_CHECK = 1
export CORE_UTILIZATION = 30

==> notes.md <==
run results: status finished, final reports clean, Port Buffers 18, H-tree Lvls 1, vias in the first global route just over 1000, Worst setup SP type flop, Synth flops 21, drt total wl ~3200 um, post-synth top area share between 40% and 50%, Pwr Density 160.0 nW/um2, slowest CP cell edfxtp_1, row count 25, clk buf depth 2, sw frac about 17%, GP Congestion between 0.8 and 0.9, cell-internal power just over 0.3 mW, Basic Gates by Area 9.601%, delay-heaviest family, CP XOR/XNOR gates, DR WL/cell between 10 and 15 um, CP endpoint kind output pin, placed cell areas 1964 um2, Routed Antenna Nets 0, Yosys chip area 1538 um2, slowest cell delay on critical path 0.44 ns, Top cells by area edfxtp_1 41%, ha_1 9.8%, mux2i_1 6.5%, xnor3_1 5.9%, xor2_1 5.7%, share of cells above drive strength 1 roughly two fifths, Overflow after GRT 0, Global Route Usage Sum between 10% and 20%, top cells by count, synth 21 x edfxtp_1, 13 x inv_1, 12 x ha_1, Max rail drop VDD ~0.24 mV, Slew HR ~48%, Sw Pwr about 0.063 mW, post-DP HPWL between 2000 and 2500 um, core area about 4800 um2, initial DRC count 16, Async SR Flop Fraction 0%, Mean Syn Cell Area 12.50 um2, HP Class reg -> reg, worst-margin pin slew 0.7831 ns, fin cells 248, worst path cell trace xnor2_2 -> buf_4 -> buf_4 -> ha_4 -> inv_2 -> mux2i_1 -> mux2i_1 -> buf_4 -> xnor3_2 -> ha_4 -> nor3b_4 -> o211ai_1 -> nand4_1 -> mux2i_1 -> o31a_1 -> xor2_1 -> buf_2, die height 73.60 um, Setup CP Type reg -> out, clock root cell clkbuf_8, Buf/Inv on CP 5, EDFF count, synth 21, Initial DRT Pass Iterations 3, min Tclk post-route between 4 and 5 ns, TritonCTS clock tree yes, Logic pwr share about 2.9%, Adder Area Share between 9 and 10%, initial antenna violation count 0, Yosys top cell by instances edfxtp_1, first-pass GRT wire length about 4800 um, CTS buffer count 3, final hold violations 0, dpl cells around 230, post-route cell area around 2300 um2, post-synthesis sequential area ratio around two fifths, Hold-fix buffers, CTS 0, Die X 73.60 um, Clock Skew ~0.0020 ns, worst hold margin ~0.65 ns, Via density approximately 4.4, synthesized instance count about 120, Ys Warns 5, R2R setup slack roughly 2.3 ns, Synth Flop Type edfxtp_1, IO Count 20, Setup Viol. Count Final 0, Seq pwr share a little over three fifths, Post-Syn Area 1538 um2, AO/OA Area Share 6.509%, CP Max Fanout 4, fp util between 30% and 40%, Worst-path clk slew about 0.070 ns, final antenna diode count 0, Final period util between 90% and 100%, comb area leader XOR/XNOR gates, largest net degree at the start of global routing 13, unrepaired setup endpoints after global routing true, Multiplexer share 7.974%, # DRC 0, die area roughly 5400 um2, Finished Core Util between 40 and 50%, Fmax achieved around 0.25 GHz, distinct lib cells 37, Tool Warnings 35, Layout area overhead 52.07%, area leader, netlist edfxtp_1, Latency at later pin ~0.25 ns, Critical Path RT between 3 and 4 ns, max-cap violations 0, max-slew violation count 0, vias roughly 1100, leakage power about 0.99 nW, FILL cells 413, # clock sinks 21, Yosys Instances ~120, Clk pwr share roughly a third, CP arrival between 3 and 4 ns, XOR/XNOR Fraction of Synth Area 21.32%
-- timing repair --
action	in CTS	in global routing
buffers inserted	8	8
endpoints found under the setup margin	4	2
cloned	0	0
gates resized	18	26
pin swaps	9	16
-- kinds of logic (layout without fill, tap and decap cells) --
| kind of cell | after synthesis | after routing |
|---|---|---|
| compound gates | 14 | 14 |
| simple gates | 23 | 23 |
| xor+xnor | 26 | 26 |
| buf+inv | 15 | 73 |
| fa+ha+maj | 12 | 12 |
| flops | 21 | 21 |
| mux | 12 | 12 |
-- power by group through the flow --
| stage | logic (mW) | clock network [mW] | registers (mW) |
|---|---|---|---|
| after CTS | 0.0111 | 0.133 | 0.235 |
| after global routing | 0.0118 | 0.141 | 0.235 |
| final | 0.0110 | 0.128 | 0.235 |
-- metrics by stage --
step | setup slack [ns] | total power, mW | TNS (ns)
6_report | 0.04650 | 0.3741 | 0
3_5_place_dp | -0.1321 | 0.2511 | -0.1321
4_1_cts | -0.06026 | 0.3788 | -0.06026
3_3_place_gp | -0.09529 | 0.2510 | -0.09529
2_1_floorplan | 0.3890 | 0.2402 | 0
5_1_grt | -0.2101 | 0.3882 | -0.2296
-- sequential cells by signal, summed over array words and instances, names as in the netlist --
signal,count
RegDataInBlock,8
RegKey,10
InputStage,3
-- final timing paths --
check,endpoint,depth (start not counted),startpoint
worst min-delay path,InputStage[2],1,InputStage[2]
worst max-delay path,DataOutBlock[2],17,RegDataInBlock[4]
worst min register to register,InputStage[2],1,InputStage[2]
worst max register to register,RegDataInBlock[1],3,InputStage[2]
-- placed cells by master (no fill, tap or decap), types with 2 or more instances in the layout --
cell             instances
a21oi_1                  3
buf_4                   38
clkbuf_8                 3
clkdlybuf4s50_1         14
dlygate4sd2_1            2
edfxtp_1                21
ha_1                     9
ha_4                     3
inv_1                   11
inv_2                    2
mux2_4                   2
mux2i_1                  7
mux2i_2                  2
nand2_1                  2
nand3_1                  3
nor2_1                   2
nor2b_1                  3
nor3b_4                  2
o31ai_2                  2
xnor2_1                  6
xnor2_2                  2
xnor2_4                  2
xnor3_1                  2
xnor3_2                  2
xor2_1                   5
xor2_2                   3
xor2_4                   2
-- final cells by class --
class	count	area [um2]	share of cell area (%)
clock inverter	1	5.005	0.2140
timing repair buffer	56	460.4	19.69
sequential	21	630.6	26.97
multi-input combinational	87	1069	45.69
clock buffer	3	41.29	1.766
tap	67	83.83	3.585
inverter	13	48.80	2.087
-- metal layers --
metal / wire length, um / GRT usage [%] / vias to the layer above / part of all wire, %
met5: 0 / 0 / - / 0
met2: 1630 / 21.20 / 16 / 51
met4: 10 / 0.4274 / 0 / 0.31
li1: - / - / 551 / -
met3: 113 / 2.358 / 2 / 3.5
met1: 1440 / 17.73 / 525 / 45
Power and IR drop assume default switching activity.
